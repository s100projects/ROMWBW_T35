**design/flow/design.v**
```verilog
module portDecoder
    (
    input [7:0]     address,
    input           iowrite,             
    input           ioread,              
    output          outPortFF_cs,            
    output          outFbarLEDs_cs,          
    output          inFbarLEDs_cs,           
    output          outMiscCtl_cs,           
    output          inIOBYTE_cs,
    output          outRAMA16_cs, 
    output          inUSBst_cs,
    output          inusbRxD_cs,
    output          outusbTxD_cs,
    output          idePorts8255_cs,
    output          ps2Status_cs,
    output          ps2Data_cs,
    output          vgaCX_out_cs,
    output          vgaCursorY_out_cs,
    output          vgaCursorCtl_out_cs,
    output          printer_cs,
    output          printerStat_cs,
    output          printerStrobe_cs,
    output          buzzerOut_cs,
    output          DataToRTC7_0_cs,
    output          DataToRTC15_8_cs,
    output          DataFmRTC_cs,
    output          RTCSpiBusy_cs,
    output          RTCSpi_cs,
    output          RTCSpiReadFF_cs,
    output          RTCSpiWrite1_cs,
    output          DataToSD_cs,
    output          DataFmSD_cs,
    output          SD_Clk_cs,
    output          SD_Card_select_cs,
    output          SD_status_cs,
    output          SDWrite_cs,
    output          SDRead_cs,
    output          MMUPageEnWrEn,
    output          MMURegFileWrEn,
    output          MMURegFileRdEn,
    output          outVRamCtl_cs
    );
    assign outPortFF_cs         = (address[7:0] == 8'hff) && iowrite;
    assign ps2Status_cs         = (address[7:0] == 8'h02) & ioread;      
    assign ps2Data_cs           = (address[7:0] == 8'h03) & ioread;      
    assign outFbarLEDs_cs       = (address[7:0] == 8'h06) & iowrite;    
    assign inFbarLEDs_cs        = (address[7:0] == 8'h06) & ioread;     
    assign outMiscCtl_cs        = (address[7:0] == 8'h07) & iowrite;    
    assign inIOBYTE_cs          = (address[7:0] == 8'h36) & ioread;     
    assign outRAMA16_cs         = (address[7:0] == 8'h36) & iowrite;    
    assign inUSBst_cs           = (address[7:0] == 8'h34) & ioread;     
    assign inusbRxD_cs          = (address[7:0] == 8'h35) & ioread;     
    assign outusbTxD_cs         = (address[7:0] == 8'h35) & iowrite;    
    assign idePorts8255_cs      = (address[7:2] == 6'b001100 & (ioread | iowrite));  
    assign vgaCX_out_cs         = (address[7:0] == 8'hC0) & iowrite;
    assign vgaCursorY_out_cs    = (address[7:0] == 8'hC1) & iowrite;
    assign vgaCursorCtl_out_cs  = (address[7:0] == 8'hC2) & iowrite;
    assign printer_cs           = (address[7:0] == 8'hC7) & iowrite;
    assign printerStat_cs       = (address[7:0] == 8'hC7) & ioread;
    assign printerStrobe_cs     = (address[7:0] == 8'hC6) & iowrite;
    assign buzzerOut_cs         = (address[7:0] == 8'h00) && iowrite;
    assign DataToRTC7_0_cs      = (address[7:0] == 8'h68) && iowrite;    
    assign DataFmRTC_cs         = (address[7:0] == 8'h68) && ioread;     
    assign RTCSpiBusy_cs        = (address[7:0] == 8'h6A) && ioread;     
    assign RTCSpi_cs            = (address[7:0] == 8'h6A) && iowrite;    
    assign RTCSpiReadFF_cs      = (address[7:0] == 8'h6B) && ioread;     
    assign RTCSpiWrite1_cs      = (address[7:0] == 8'h6B) && iowrite;    
    assign DataToSD_cs          = (address[7:0] == 8'h6C) & iowrite;    
    assign DataFmSD_cs          = (address[7:0] == 8'h6C) & ioread;     
    assign SD_Clk_cs            = (address[7:0] == 8'h6D) & iowrite;    
    assign SD_Card_select_cs    = (address[7:0] == 8'h6E) & iowrite;    
    assign SD_status_cs         = (address[7:0] == 8'h6E) & ioread;     
    assign SDWrite_cs           = (address[7:0] == 8'h6F) & iowrite;    
    assign SDRead_cs            = (address[7:0] == 8'h6F) & ioread;     
    assign MMUPageEnWrEn        = ((address == 16'h7c) & iowrite) ? (1'b1) : (1'b0);
    assign MMURegFileWrEn       = (((address >= 16'h78) && (address <= 16'h7b)) & iowrite )? (1'b1) : (1'b0);
    assign MMURegFileRdEn       = (((address >= 16'h78) && (address <= 16'h7b)) & ioread )? (1'b1) : (1'b0);
    assign outVRamCtl_cs        = (address[7:0] == 8'h08) & iowrite;    
    endmodule
```
**design/flow/run.sh**
```bash
#!/bin/bash
# OpenROAD 26Q1-2900-gdf79404cd8, Yosys 0.63+post, stock flow scripts
make -C /OpenROAD-flow-scripts/flow DESIGN_CONFIG=/design/flow/config.mk WORK_HOME=/design/flow/orfs finish
```
**design/flow/config.mk**
```make
export PLATFORM = sky130hd
export DESIGN_NAME = portDecoder
export DESIGN_NICKNAME = portDecoder
export VERILOG_FILES = /design/flow/design.v
export SDC_FILE = /design/flow/constraint.sdc
export NUM_CORES = 4
export LEC_CHECK = 1
export CORE_AREA = 10 10 70 70
export DIE_AREA = 0 0 80 80
```
**design/flow/constraint.sdc**
```tcl
current_design portDecoder

set clk_period 1.6
set clk_io_pct 0.2

create_clock -name clk0 -period $clk_period

set non_clock_inputs [all_inputs -no_clocks]
set_input_delay [expr $clk_period * $clk_io_pct] -clock clk0 $non_clock_inputs
set_output_delay [expr $clk_period * $clk_io_pct] -clock clk0 [all_outputs]
```
==> impl_metrics.tcl <==
# collected from the flow reports
set metrics [dict create \
    avgSynthCellArea_um2 6.41 \
    status "finished, violations left" \
    warning_count 34 \
    core_area_um2 3420 \
    design.seq.count 0 \
    die_w_um 80 \
    worstSetupStartpointType "input port" \
    wl_per_cell_um 16.7 \
    num_io_pins 47 \
    arrival_ps 1450 \
    syn-instance-count 72 \
    stdcell_count 220 \
    yosys_area_um2 462 \
    path_class "in2out" \
    setup.worst_path.end_class "output pin" \
    final_max_slew_viol_count 0 \
    top_cells_by_area "nor3_1 (33%), nand4bb_1 (12%), nand4b_1 (7.6%), nand3b_1 (6.5%), nor4_4 (4.6%)" \
    grt.total_usage 0.0936 \
    p_int_mw 0.160 \
    fillerInstances 290 \
    hp-class "in2out" \
    antenna_found_initial 0 \
    placed_cell_area_um2 1070 \
    drc 0 \
    pwr-share-comb 1.000 \
    dr_total_vias 1040 \
    nClkBuffers 0 \
    gp_congestion 0.794 \
    critPathMaxFanout 7 \
    yosys_cells 72 \
    finalSetupTns_ps -1160 \
    ys_seq_share 0 \
    n_antenna_cell 0 \
    cap_violations 0 \
    area_growth_pct 280 \
    worst_slack_ps -165 \
    fp_util 0.135 \
    yosysTopAreaCell "nor3_1" \
    drt_iter0_markers 28 \
    synth.top_cells.by_count "nor3_1 (30), clkbuf_1 (5), nand4bb_1 (5)" \
    synth_top_area_share 0.325 \
    top_cell "nor3_1" \
    violations "setup timing" \
    drive_gt1_frac 0.874 \
    power.net_switching_mw 0.137 \
    firstDrtPassIters 4 \
    required_ps 1280 \
    rows 21 \
    syn-cell-area_um2 462 \
    finalSetupViolations 19 \
    synth.distinct_cells 23 \
    period_minus_slack_ps 1770 \
    die_area_um2 6400 \
    pwr-share-clk 0 \
    dpl.cell_count 174 \
    leakage_nw 0.825 \
    whs_ps 971 \
    finalInstanceArea_um2 1760 \
    power_density_nw_per_um2 169 \
    rsz0062_at_grt "yes" \
    drtAntennaViolNets 0 \
    via_per_inst 4.73 \
    port-buffer-count 46 \
    pwr-share-seq 0 \
    fin_crit_sh 1.10 \
    fp.dieH_um 80 \
    seq_area_um2 0 \
    peakVddDrop_uv 94.6 \
    overflow 0 \
    grt_pass1_wl_um 4990 \
    grt_max_degree 11 \
    place_hpwl_um 2000 \
    maxClockFrequency_ghz 0.566 \
    routed_wl_um 3680 \
    hold_viol_final 0 \
    switching_share 0.461 \
    yosys_warnings 1 \
    grt_pass1_vias 999 \
]
==> through the flow <==
stage	setup WS, ps	total power, mW	util
4_1_cts	-202	0.243	0.468
5_1_grt	-211	0.311	0.514
6_report	-165	0.297	0.514
3_5_place_dp	-896	0.132	0.313
2_1_floorplan	105	0.0568	-
3_3_place_gp	-878	0.130	0.313
==> final timing paths <==
check	from	end	slack, ps	cells past startpoint
min	address[2]	buzzerOut_cs	970	4
max	address[5]	outVRamCtl_cs	-170	5
==> what timing repair did <==
| item | CTS | global route |
|---|---|---|
| endpoints found under the hold margin | 0 | 0 |
| gates cloned | 1 | 0 |
| resized | 206 | 57 |
| hold buffers | 0 | 0 |
| setup endpoints to repair | 36 | 31 |
| setup buffers | 43 | 8 |
| pin swaps | 30 | 22 |
==> cell usage in the layout (no fill, tap or decap), drive strengths merged <==
cell type | synthesis | routed
dlygate4sd2 | 0 | 4
nor4b | 1 | 1
or4 | 2 | 2
clkdlybuf4s15 | 0 | 1
conb | 1 | 1
or2 | 1 | 1
a211oi | 1 | 1
nand4 | 1 | 1
or4b | 2 | 2
nand2b | 1 | 1
nand4bb | 5 | 5
clkinv | 1 | 1
nand3b | 4 | 4
nand4b | 4 | 4
or2b | 1 | 2
nor3 | 30 | 30
nand3 | 1 | 1
clkbuf | 5 | 9
buf | 2 | 94
nor4 | 4 | 4
nand2 | 2 | 2
inv | 3 | 3
==> cell type report <==
type	instances	area [µm²]	area share
Timing Repair Buffer	108	913	0.520
Tap cell	46	57.6	0.0328
Inverter	4	16.3	0.00926
Multi-Input combinational cell	62	769	0.438
==> metal layers <==
layer / wire [µm] / share of wire / vias up / global-route usage
met5: 0 / 0 / - / 0
met4: 5 / 0.0014 / 0 / 0
met3: 258 / 0.070 / 2 / 0.0193
met2: 1740 / 0.47 / 41 / 0.149
met1: 1670 / 0.45 / 504 / 0.133
li1: - / - / 493 / -
==> power by group through the flow <==
stage	Sequential (mW)	Clock [mW]	Combinational, mW
4_1_cts	0	0	0.243
5_1_grt	0	0	0.311
6_report	0	0	0.297
==> cells by family (layout without fill, tap and decap cells) <==
| group | Yosys count | in the layout | share of synthesized area |
|---|---|---|---|
| simple gates | 59 | 60 | 0.862 |
| buf+inv | 11 | 112 | 0.114 |
| compound gates | 1 | 1 | 0.0163 |
| other cells | 1 | 1 | 0.00812 |
==> worst max-delay path, stage by stage <==
cell and delay, ps:
buf_6 90, or4_4 610, buf_6 160, nor3_4 140, buf_2 120
Power figures rest on the tool's default switching activity, not on a simulated workload.
