==> /design/flow/run.sh <==
#!/bin/bash
# OpenROAD 26Q1-2900-gdf79404cd8, Yosys 0.63+post, stock flow scripts
make -C /OpenROAD-flow-scripts/flow DESIGN_CONFIG=/design/flow/config.mk WORK_HOME=/design/flow/orfs finish
==> /design/flow/config.mk <==
export PLATFORM = sky130hd
export DESIGN_NAME = mmu
export DESIGN_NICKNAME = mmu
export VERILOG_FILES = /design/flow/design.v
export SDC_FILE = /design/flow/constraint.sdc
export NUM_CORES = 4
export LEC_CHECK = 1
export CORE_AREA = 10 10 110 110
export DIE_AREA = 0 0 120 120
==> /design/flow/constraint.sdc <==
current_design mmu

set clk_period 2.1
set clk_io_pct 0.2

create_clock -name clk0 -period $clk_period [get_ports {clk}]

set non_clock_inputs [all_inputs -no_clocks]
set_input_delay [expr $clk_period * $clk_io_pct] -clock clk0 $non_clock_inputs
set_output_delay [expr $clk_period * $clk_io_pct] -clock clk0 [all_outputs]
==> /design/flow/design.v <==
module mmu
    (
    input           clk,
    input           n_reset,         
    input  [7:0]    mmuDataIn,       
    output [7:0]    mmuDataOut,
    input  [15:0]   address,
    input           MMUPageEnWrEn,         
    input           MMURegFileWrEn,
    input           MMURegFileRdEn,
    output [7:0]    mmuAdrOut       
    );
wire [7:0]      RegFileAdrOut;
wire [1:0]      mmuRdAdr;
reg     pageEnable;
assign  mmuAdrOut   = (pageEnable) ? RegFileAdrOut : 8'h0;
assign  mmuRdAdr    = (MMURegFileRdEn) ? ({address[1], address[0]}) : ({address[15], address[14]});
assign  mmuDataOut  =  mmuAdrOut;
always @(posedge clk)        
begin
    if (!n_reset)
        pageEnable <= 1'b0;
    else
    begin
        if (MMUPageEnWrEn)
        begin
            if (mmuDataIn[0])
                pageEnable <= 1'b1;
            else
                pageEnable <= 1'b0;
        end
    end
end
RegisterFile    #(.DataWidth(8), 
                .NumRegs(4))
  mmuRegs
  (
        .clk        (clk),
        .writeEn    (MMURegFileWrEn),
        .writeAddr  (address[1:0]),
        .writeData  (mmuDataIn),
        .readAddr   (mmuRdAdr),
        .readData   (RegFileAdrOut));
endmodule
module RegisterFile #(
  parameter DataWidth  = 8,
  parameter NumRegs    = 16,
  parameter IndexWidth = $clog2(NumRegs)
) (
  input                       clk,
  input                       writeEn,
  input      [IndexWidth-1:0] writeAddr,
  input      [ DataWidth-1:0] writeData,
  input      [IndexWidth-1:0] readAddr,
  output     [ DataWidth-1:0] readData
  );
  reg [7:0] regs [(NumRegs-1):0];
  always @(posedge clk) begin
    if (writeEn) begin
      regs[writeAddr] <= writeData;
    end
  end
  assign readData = regs[readAddr];
endmodule
==> results.toml <==
# flow metrics
[final_timing]
period_used_share = 0.973
rsz0062_at_grt = "true"
setup_viol = 0
finalHoldViolCount = 0
worst_slew_pin_slew_ns = 0.281
setup_ws_ns = 0.0564
report.final.slew_viol_count = 0
period_minus_slack_ns = 2.04
max_slew_margin = 0.812
fmax_mhz = 489
skew_ns = 0

[synth]
adder_share = 0
syn-cell-area_um2 = 1560
ys_ff = 33
yosys_warnings = 2
avgSynthCellArea_um2 = 12.6
ys_cells = 124
yosysChipArea_um2 = 1560
ys_sh_simple = 0.0771
yosysUniqueCellTypes = 24
postSynthCellCount = 124
compound_area_frac = 0.226
ys_sh_mux = 0.00643
async_flop_share = 0
flop_cell = "edfxtp_1"
edf_count = 32
synth-seq-area-share = 0.630
logic_family = "AND-OR/OR-AND gates"
xor_area_frac = 0

[clocking]
path_clk_slew_ns = 0.06
cts-root-buf = "clkbuf_8"
cts_tree = "yes"
clock_latency_ns = 0.28
cts_num_sinks = 33
ctsHoldBuffers = 0
cts_inserted_buffers = 5
htree_levels = 2
clock_path_buffers = 2

[die]
die_w_um = 120
num_rows = 36
io_pins = 45
die_area_um2 = 14400
die_y_um = 120
design.core.area_um2 = 9770
initCoreUtil = 0.159

[drt]
first_iter_violations = 72
routedWlPerCell_um = 13.7
wl_um = 4240
viasPerCell = 3.86
antenna_cells = 0
remaining_drc_errors = 0
antenna_left = 0
vias = 1192
drt_first_pass_iters = 4

[global_route]
grt_pass1_vias = 1259
globalRouteOverflowTotal = 0
antenna_found_initial = 0
track_usage = 0.0592
grt_pass1_wl_um = 6730
grt_max_degree = 11

[power_and_ir_drop]
clkPwrFrac = 0.361
p_leak_nw = 0.838
p_int_mw = 1.23
p_seq_frac = 0.489
fin_total_pwr_mw = 1.57
comb_power_share = 0.150
p_sw_mw = 0.346
switching_share = 0.220
max-vdd-ir-drop_uv = 232
power_density_nw_per_um2 = 668

[critical_path]
cp_max_fo = 6
path_cells = "buf_2 > buf_6 > o21a_1 > buf_4 > buf_4 > o21ai_1 > a31oi_1 > dlygate4sd2_1"
max_stage_delay_ns = 0.25
path_class = "in2out"
startpoint_type = "input pin"
cpLargestDelayFamily = "buffers and inverters"
reg2reg_depth = 2
crit_cells = 8
cp.arrival_ns = 1.62
crit_buf_inv = 5
end_kind = "primary output"
cpMaxStageDelayCell = "dlygate4sd2_1"
crit_top_cell = "buf_4"
critPathRequiredTime_ns = 1.68

[place]
io_buffer_count = 32
pre_cts_slack_ns = -0.667
dp_hpwl_um = 3020
finalWeightedCongestion = 0.824
postPlaceCellArea_um2 = 2160

[hold_path]
holdPathStages = 2
hp-class = "reg2reg"

[cells_and_area]
syn_to_final_growth_pct = 51.2
num-fill-cells = 1016
drive_above_1_share = 0.369
postLayoutCellArea_um2 = 2350

[run]
warnings = 38
maxCapViolCount = 0

[outcome]
outcome = "finished clean"
==> worst paths after layout <==
check / startpoint / endpoint / slack [ns]
worst max register to register: pageEnable / pageEnable / 1.47
worst min register to register: pageEnable / pageEnable / 0.57
worst min-delay path: pageEnable / pageEnable / 0.57
worst max-delay path: MMURegFileRdEn / mmuAdrOut[3] / 0.06
==> metrics by stage <==
stage / cells / hold slack (ns) / setup TNS, ns / utilization
5_1_grt: 309 / 0.598 / -0.0379 / 0.241
3_3_place_gp: 298 / 0.548 / -9.73 / 0.221
3_5_place_dp: 298 / 0.555 / -9.63 / 0.221
6_report: 309 / 0.568 / 0 / 0.241
2_1_floorplan: 124 / 0.519 / 0 / -
4_1_cts: 309 / 0.566 / 0 / 0.239
==> cell usage after synthesis (2+ instances only) <==
cell type  number  area share
nor2b_1         2      0.0080
nor3b_1         2      0.0096
o22ai_2         8       0.064
and3_1          2      0.0080
nor2_1         17       0.041
o21ai_1         8       0.026
buf_4           9       0.043
edfxtp_1       32        0.62
a31oi_1         8       0.032
o31ai_1         7       0.034
o21ai_0        16       0.051
==> final cells by class <==
class | instances | area (um^2) | area share
inverters | 2 | 11.3 | 0.00478
flip-flops and latches | 33 | 981 | 0.417
clock inverters | 2 | 33.8 | 0.0143
repair buffers | 56 | 512 | 0.217
well taps | 133 | 166 | 0.0707
multi-input cells | 77 | 578 | 0.245
clock buffers | 6 | 72.6 | 0.0308
==> state kept, by name (all words and copies together) (netlist names) <==
| signal | cells |
|---|---|
| pageEnable | 1 |
| mmuRegs.regs | 32 |
==> per-layer routing <==
| layer | vias to the layer above | GRT usage | wire (um) |
|---|---|---|---|
| li1 | 574 | - | - |
| met1 | 562 | 0.0704 | 1720 |
| met2 | 52 | 0.103 | 2100 |
| met3 | 4 | 0.0209 | 363 |
| met4 | 0 | 0.00905 | 58 |
| met5 | - | 0 | 0 |
==> timing repair <==
| action | CTS | global route |
|---|---|---|
| endpoints found under the setup margin | 16 | 7 |
| gates resized | 67 | 5 |
| cloned | 0 | 0 |
| buffers inserted | 5 | 0 |
| pin swaps | 8 | 5 |
==> placed cells by master, fill, tap and decap left out, drive strengths merged <==
master,Yosys,final
inv,2,1
clkbuf,1,6
clkinvlp,0,1
bufinv,0,1
edfxtp,32,32
nor3b,2,2
clkdlybuf4s15,0,2
and3,2,2
dfxtp,1,1
a31oi,8,8
dlygate4sd2,0,10
nand2b,1,1
mux2i,1,1
nor2b,2,2
buf,11,33
nor2,17,17
o22ai,8,8
clkinv,0,1
o21a,1,1
nand2,2,2
clkdlybuf4s50,0,11
o21ai,25,25
o31ai,8,8
==> power by group through the flow <==
stage	Clock, mW	Combinational, mW	Sequential [mW]
final	0.568	0.236	0.769
after global routing	0.613	0.257	0.772
after CTS	0.581	0.235	0.769
==> kinds of logic after synthesis <==
family | Yosys count
AOI/OAI and AO/OA | 50
and+or+nand+nor | 26
muxes | 1
buffers and inverters | 14
DFF | 33
==> tightest hold or removal path, cell delays in order, from the launching register on <==
cell	delay, ns
dfxtp_1	0.33
mux2i_1	0.13
nor2b_1	0.06
No activity file was given, so power comes from the tool's default toggle rates.
