<file path="flow/constraint.sdc">
current_design cpuDIMux

set clk_period 3.4
set clk_io_pct 0.2

create_clock -name clk0 -period $clk_period [get_ports {pll0_250MHz}]

set non_clock_inputs [all_inputs -no_clocks]
set_input_delay [expr $clk_period * $clk_io_pct] -clock clk0 $non_clock_inputs
set_output_delay [expr $clk_period * $clk_io_pct] -clock clk0 [all_outputs]
</file>
<file path="flow/design.v">
module cpuDIMux
    (
    input [7:0] romData,
    input [15:0] rstAdr,
    input [7:0] ramaData,
    input [7:0] s100DataIn,
    input [7:0] ledread,
    input [7:0] iobyte,
    input [7:0] usbRxD,
    input [7:0] usbStatus,
    input [7:0] ps2kybdData,
    input [7:0] ps2StatInp,
    input [7:0] ramVGAData,
    input [7:0] inPtrStat,
    input [7:0] RTCDataToCPU,
    input [7:0] RTCSpiBusyFlag,
    input [7:0] intsToCpu,
    input [7:0] SDdataToCPU,
    input [7:0] SD_statusToCPU,
    input [7:0] mmu2cpuDataIn,
    input   reset_cs,
    input   rom_cs,
    input   c3En_cs,
    input   ladrEn_cs,
    input   hadrEn_cs,
    input   ram_cs,
    input   inLED_cs,
    input   iobyteIn_cs,
    input   usbStat_cs,
    input   usbRxD_cs,
    input   ide_cs,
    input   ps2DIn_cs,
    input   ps2StIn_cs,
    input   vgaRAM_cs,
    input   printerStat_cs,
    input   DataFmRTC_cs,
    input   RTCSpiBusy_cs,
    input   z80Read,
    input   intVectToCPU_cs,
    input   DataFmSD_cs,
    input   SD_status_cs,
    input   MMURegFileRdEn,
    input   pll0_250MHz,
    output reg [7:0] outData
    );
always @(posedge pll0_250MHz) begin
    if (rom_cs)
        outData <= romData;
    else if (c3En_cs)
        outData <= 8'hC3;
     else if (ladrEn_cs)
        outData <= rstAdr[7:0];
    else if (hadrEn_cs)
        outData <= rstAdr[15:8];
   else if (ide_cs)
        outData <= s100DataIn;
    else if (ram_cs)
        outData <= ramaData;
    else if (inLED_cs)
        outData <= ledread;
    else if (iobyteIn_cs)
        outData <= iobyte;
     else if (usbRxD_cs)
        outData <= usbRxD;
     else if(usbStat_cs)
        outData <= usbStatus;
     else if(ps2DIn_cs)
        outData <= ps2kybdData;
     else if(ps2StIn_cs)
        outData <= ps2StatInp;
     else if(vgaRAM_cs)
        outData <= ramVGAData;
     else if(printerStat_cs)
        outData <= inPtrStat;
     else if(!DataFmRTC_cs)
        outData <= RTCDataToCPU;
     else if(RTCSpiBusy_cs)
        outData <= RTCSpiBusyFlag;
     else if(intVectToCPU_cs)
        outData <= intsToCpu;
     else if(DataFmSD_cs)
        outData <= SDdataToCPU;
     else if(SD_status_cs)
        outData <= SD_statusToCPU;
     else if (MMURegFileRdEn)
        outData <= mmu2cpuDataIn;
     else if(z80Read)
        outData <= s100DataIn;
     else  
        outData <= 8'h0;
    end
endmodule
</file>
<file path="flow/config.mk">
export PLATFORM = sky130hd
export DESIGN_NAME = cpuDIMux
export DESIGN_NICKNAME = cpuDIMux
export VERILOG_FILES = /design/flow/design.v
export SDC_FILE = /design/flow/constraint.sdc
export NUM_CORES = 4
export LEC_CHECK = 1
export CORE_UTILIZATION = 30
</file>
<file path="flow/run.sh">
#!/bin/bash
# OpenROAD 26Q1-2900-gdf79404cd8, Yosys 0.63+post, stock flow scripts
make -C /OpenROAD-flow-scripts/flow DESIGN_CONFIG=/design/flow/config.mk WORK_HOME=/design/flow/orfs finish
</file>
==> results.yml <==
# flow metrics
timing:
  rsz0062_at_grt: "false"
  fin_crit_sh_pct: 80.1
  hold_violations: 0
  tns_ns: 0
  min_period_ns: 2.72
  finalSetupViolations: 0
  worst_slew_pin_slew_ns: 0.760
  setup_ws_ns: 0.677
  relSlewSlack_pct: 48.8
  fmax_mhz: 367
  holdWs_ns: 1.11
  slew_violations: 0
synthesis:
  syn-mean-instance-area_um2: 6.33
  edf_count: 0
  ys_area_um2: 1750
  yosysTopAreaCellShare_pct: 10.5
  ys_warn_count: 1
  top_area_cell: "a221oi_1"
  netlist_area_um2: 1750
  yosysMostFrequentCell: "nand2_1"
  top_cells_by_count: "nand2_1 (39), inv_1 (25), a21oi_1 (24)"
  synthArstFlopShare_pct: 0
  synth-seq-cells: 8
  ys_seq_share_pct: 9.17
  top_cells_by_area: "a221oi_1 (11%), dfxtp_1 (9.2%), nand2_1 (8.4%)"
  synth_cell_type_count: 37
  synthFlopType: "dfxtp_1"
  syn-instance-count: 276
  ys_cells: 276
critical_path:
  crit_type: "in -> reg"
  crit_fanout: 6
  crit_chain: "clkdlybuf4s50_1 -> or3_1 -> nor4_1 -> buf_4 -> nand2_1 -> a2111oi_0 -> o31ai_1"
  endpoint_kind: "flop"
  path_buffers: 2
  cpPeakStageDelay_ns: 0.55
  cp.required_ns: 3.49
  startpoint_type: "primary input"
  crit_family: "simple AND/OR/NAND/NOR gates"
  arrival_ns: 2.81
  slowest_stage: "a2111oi_0"
drt:
  drtIter0Drc: 137
  wl_um: 8160
  remaining_drc_errors: 0
  vias: 2855
  routedWlPerCell_um: 15.6
  ant_nets: 0
  drtPass1Iterations: 5
  diodes: 0
  viasPerCell: 5.47
finish:
  comb_area_um2: 1420
  syn2layout_area_growth_pct: 111
  drive_gt1_share_pct: 3.56
  largest_register_ffs: 8
  n_fill_cell: 506
  top_regs: "outData: 8 flops"
  fin_util_pct: 66.1
  top_register: "outData"
  fin_cells: 522
  ff_latch_area_um2: 160
global_route:
  grt_pass1_vias: 2661
  grt_start_max_net_pins: 22
  grt_pass1_wl_um: 12600
  grt-ovfl-total: 0
  grt_use_total_pct: 26.1
  antenna_found_initial: 0
placement:
  gp_congestion: 0.931
  pre_cts_ws_ns: 0.498
  port_buffers: 181
  placed_cells: 519
  dp_hpwl_um: 6800
floorplanning:
  coreArea_um2: 5570
  fp-utilization_pct: 31.3
  rows: 27
  num_io_pins: 183
  fp.dieH_um: 78.3
  die_w_um: 78.3
  chipArea_um2: 6130
cts:
  htreeDepth: 1
  ctsHoldBuffers: 0
  cts_sinks: 8
  clock_tree.root_cell: "clkbuf_8"
  numCtsBuffers: 3
  cts_buffer_depth: 2
  postCtsSetupBuffers: 0
  cts.clk_slew.worst_paths_ns: 0.04
  tritoncts: "built"
  post_cts_resized: 0
pwr:
  power_leakage_nw: 1.34
  ir_drop_uv: 133
  powerDensity_nw_per_um2: 167
flow_run:
  drv_cap: 0
  openroad.warnings: 27
status:
  status: "complete, no violations"
hold_path:
  hp-class: "in -> reg"
==> layer usage <==
layer | up-vias | routed length, um | global-route usage [%]
met2 | 155 | 3800 | 44.1
li1 | 1434 | - | -
met1 | 1256 | 3480 | 35.3
met5 | - | 0 | 0
met4 | 0 | 95 | 2.96
met3 | 10 | 783 | 5.43
==> worst paths after layout <==
| kind | startpoint | endpoint | slack (ns) | depth (start not counted) |
|---|---|---|---|---|
| min | iobyte[7] | outData[7] | 1.11 | 3 |
| max | usbRxD_cs | outData[3] | 0.68 | 7 |
==> per-stage QoR <==
step	instance area (um^2)	power, mW
2_1_floorplan	1750	0.232
3_3_place_gp	3640	0.497
3_5_place_dp	3640	0.497
4_1_cts	3680	0.615
5_1_grt	3680	0.654
6_report	3680	0.614
==> cells by family (layout without fill, tap and decap cells) <==
family          count (synthesis)  in the layout  share of synthesized area (%)
compound gates                130            130                           53.0
simple gates                   94             94                           28.4
buf+inv                        44            218                           9.46
flops                           8              8                           9.17
==> power breakdown <==
part / total (mW) / internal, mW / leakage, nW / switching (mW)
Clock: 0.115 / 0.0768 / 0.0216 / 0.0379
Sequential: 0.108 / 0.105 / 0.0674 / 0.00296
Combinational: 0.392 / 0.254 / 1.25 / 0.137
==> cell usage in the layout (no fill, tap or decap), types with 2 or more instances in the layout <==
| cell type | count |
|---|---|
| a211oi_1 | 4 |
| clkdlybuf4s50_1 | 181 |
| dfxtp_1 | 8 |
| a311oi_1 | 3 |
| nor2b_1 | 18 |
| a21oi_1 | 24 |
| o32ai_1 | 3 |
| o21ai_0 | 11 |
| nor3_1 | 8 |
| inv_1 | 25 |
| a221oi_1 | 21 |
| a22o_1 | 3 |
| or3_1 | 2 |
| buf_4 | 8 |
| o221ai_1 | 3 |
| clkbuf_8 | 3 |
| nor4_1 | 3 |
| nor3b_1 | 2 |
| a2111oi_0 | 7 |
| nand3b_1 | 5 |
| nand2_1 | 39 |
| a22oi_1 | 10 |
| nand2b_1 | 5 |
| o31ai_1 | 13 |
| o22ai_1 | 18 |
| nor2_1 | 6 |
| o211ai_1 | 5 |
==> layout make-up <==
type                       instances  area share [%]
clock buffer                       3            1.12
timing repair buffer             189            50.8
inverter                          26            2.65
sequential                         8            4.35
multi-input combinational        224            38.6
tap                               72            2.45
Power is estimated from default activity; no workload was simulated.
